[flow/design.v]
package seg7;
    typedef enum {
        SEG7_A_A, 
        SEG7_A_B,
        SEG7_A_C,
        SEG7_A_D,
        SEG7_A_E,
        SEG7_A_F,
        SEG7_A_G,
        SEG7_A_H,
        SEG7_A_I,
        SEG7_A_J,
        SEG7_A_K,
        SEG7_A_L,
        SEG7_A_N,
        SEG7_A_O,
        SEG7_A_P,
        SEG7_A_Q,
        SEG7_A_R,
        SEG7_A_S,
        SEG7_A_T,
        SEG7_A_U,
        SEG7_A_V,
        SEG7_A_Y,
        SEG7_A_Z
    } seg7_a_t;
    localparam SEG7_DISP_ZERO = 7'b1000000;
    localparam SEG7_DISP_ONE = 7'b1111001;
    localparam SEG7_DISP_TWO = 7'b0100100;
    localparam SEG7_DISP_THREE = 7'b0110000;
    localparam SEG7_DISP_FOUR = 7'b0011001;
    localparam SEG7_DISP_FIVE = 7'b0010010;
    localparam SEG7_DISP_SIX = 7'b0000010;
    localparam SEG7_DISP_SEVEN = 7'b1111000;
    localparam SEG7_DISP_EIGHT = 7'b0000000;
    localparam SEG7_DISP_NINE = 7'b0010000;
    localparam SEG7_DISP_A = 7'b0001000;  
    localparam SEG7_DISP_B = 7'b0000011;  
    localparam SEG7_DISP_C = 7'b1000110;  
    localparam SEG7_DISP_D = 7'b0100001;  
    localparam SEG7_DISP_E = 7'b0000110;  
    localparam SEG7_DISP_F = 7'b0001110;  
    localparam SEG7_DISP_G = SEG7_DISP_SIX;  
    localparam SEG7_DISP_H = 7'b0001001;  
    localparam SEG7_DISP_I = 7'b1001111;  
    localparam SEG7_DISP_J = 7'b1100001;  
    localparam SEG7_DISP_K = 7'b0000111;  
    localparam SEG7_DISP_L = 7'b1000111;  
    localparam SEG7_DISP_N = 7'b0101011;  
    localparam SEG7_DISP_O = 7'b0100011;  
    localparam SEG7_DISP_P = 7'b0001100;  
    localparam SEG7_DISP_Q = 7'b0011000;  
    localparam SEG7_DISP_R = 7'b0101111;  
    localparam SEG7_DISP_S = SEG7_DISP_FIVE;  
    localparam SEG7_DISP_T = SEG7_DISP_SEVEN;  
    localparam SEG7_DISP_U = 7'b1100011;  
    localparam SEG7_DISP_V = 7'b1000001;  
    localparam SEG7_DISP_Y = 7'b0010001;  
    localparam SEG7_DISP_Z = SEG7_DISP_TWO;  
endpackage : seg7
import seg7::*;
module seg7a (
    input seg7_a_t val,
    output logic [6:0] leds
);
    always_comb
        case (val)
            SEG7_A_A: leds = SEG7_DISP_A;
            SEG7_A_B: leds = SEG7_DISP_B;
            SEG7_A_C: leds = SEG7_DISP_C;
            SEG7_A_D: leds = SEG7_DISP_D;
            SEG7_A_E: leds = SEG7_DISP_E;
            SEG7_A_F: leds = SEG7_DISP_F;
            SEG7_A_G: leds = SEG7_DISP_G;
            SEG7_A_H: leds = SEG7_DISP_H;
            SEG7_A_I: leds = SEG7_DISP_I;
            SEG7_A_J: leds = SEG7_DISP_J;
            SEG7_A_K: leds = SEG7_DISP_K;
            SEG7_A_L: leds = SEG7_DISP_L;
            SEG7_A_N: leds = SEG7_DISP_N;
            SEG7_A_O: leds = SEG7_DISP_O;
            SEG7_A_P: leds = SEG7_DISP_P;
            SEG7_A_Q: leds = SEG7_DISP_Q;
            SEG7_A_R: leds = SEG7_DISP_R;
            SEG7_A_S: leds = SEG7_DISP_S;
            SEG7_A_T: leds = SEG7_DISP_T;
            SEG7_A_U: leds = SEG7_DISP_U;
            SEG7_A_V: leds = SEG7_DISP_V;
            SEG7_A_Y: leds = SEG7_DISP_Y;
            SEG7_A_Z: leds = SEG7_DISP_Z;
        endcase	
endmodule   
module seg7b (
    input wire val,
    output logic [6:0] leds
);
    always_comb
        case (val)
            1'b0: leds = SEG7_DISP_ZERO;
            1'b1: leds = SEG7_DISP_ONE;
        endcase	
endmodule   
module seg7o (
    input wire [2:0] val,
    output logic [6:0] leds
);
    always_comb
        case (val)
            3'o0: leds = SEG7_DISP_ZERO;
            3'o1: leds = SEG7_DISP_ONE;
            3'o2: leds = SEG7_DISP_TWO;
            3'o3: leds = SEG7_DISP_THREE;
            3'o4: leds = SEG7_DISP_FOUR;
            3'o5: leds = SEG7_DISP_FIVE;
            3'o6: leds = SEG7_DISP_SIX;
            3'o7: leds = SEG7_DISP_SEVEN;
        endcase	
endmodule   
module seg7x (
    input wire [3:0] val,
    output logic [6:0] leds
);
    always_comb
        case (val)
            4'h0: leds = SEG7_DISP_ZERO;
            4'h1: leds = SEG7_DISP_ONE;
            4'h2: leds = SEG7_DISP_TWO;
            4'h3: leds = SEG7_DISP_THREE;
            4'h4: leds = SEG7_DISP_FOUR;
            4'h5: leds = SEG7_DISP_FIVE;
            4'h6: leds = SEG7_DISP_SIX;
            4'h7: leds = SEG7_DISP_SEVEN;
            4'h8: leds = SEG7_DISP_EIGHT;
            4'h9: leds = SEG7_DISP_NINE;
            4'hA: leds = SEG7_DISP_A;
            4'hB: leds = SEG7_DISP_B;
            4'hC: leds = SEG7_DISP_C;
            4'hD: leds = SEG7_DISP_D;
            4'hE: leds = SEG7_DISP_E;
            4'hF: leds = SEG7_DISP_F;
        endcase	
endmodule   
[flow/run.sh]
#!/bin/bash
# OpenROAD 26Q1-2900-gdf79404cd8, Yosys 0.63+post, stock flow scripts
make -C /OpenROAD-flow-scripts/flow DESIGN_CONFIG=/design/flow/config.mk WORK_HOME=/design/flow/orfs finish
[flow/config.mk]
export PLATFORM = sky130hd
export DESIGN_NAME = seg7o
export DESIGN_NICKNAME = seg7o
export VERILOG_FILES = /design/flow/design.v
export SDC_FILE = /design/flow/constraint.sdc
export NUM_CORES = 4
export LEC_CHECK = 1
export CORE_AREA = 10 10 70 70
export DIE_AREA = 0 0 80 80
export SYNTH_HDL_FRONTEND = slang
[flow/constraint.sdc]
current_design seg7o

set clk_period 1.0
set clk_io_pct 0.2

create_clock -name clk0 -period $clk_period

set non_clock_inputs [all_inputs -no_clocks]
set_input_delay [expr $clk_period * $clk_io_pct] -clock clk0 $non_clock_inputs
set_output_delay [expr $clk_period * $clk_io_pct] -clock clk0 [all_outputs]
==> impl_metrics.json <==
{
  "outcome": "complete, but fails checks",
  "violations": "setup timing",
  "yosysSeqAreaShare_pct": 0,
  "stage_log_warnings": 41,
  "area_of_combinational_cells_with_multiple_inputs_sq_um": 193,
  "grt_first_pass_wirelength_um": 938,
  "initCoreUtil_pct": 4.21,
  "drv_slew": 0,
  "dieWidth_um": 80,
  "synth.avg_cell_area_sq_um": 7.99,
  "rsz_0062_raised_after_global_routing": "true",
  "final.setup.worst_slack_ps": -165,
  "timing.final.crit_period_ps": 1160,
  "gp_congestion": 0.573,
  "drcViolationCount": 0,
  "die_area_sq_mm": 0.00640,
  "critPathMaxStageDelay_ps": 270,
  "layout_top_cell_excl_fill_tap": "buf_6",
  "clock_buffer_count": 0,
  "timing.setup.tns_ps": -447,
  "antenna_violating_nets_left": 0,
  "layout_top_cells_excl_fill_tap": "6 x buf_6, 5 x ha_4, 5 x buf_2",
  "start_kind": "input pin",
  "finalCritPeriodShare_pct": 116,
  "timing.critical_path.fanout_max": 3,
  "flop-count": 0,
  "initial_antenna_violation_count": 0,
  "via_count_of_the_first_global_routing_pass": 164,
  "power.share.combinational_pct": 100.0,
  "final-hold-violation-count": 0,
  "static_leakage_nw": 0.167,
  "grt_overflow_total": 0,
  "power_density_mw_per_mm2": 335,
  "placed_cells_incl_taps": 77,
  "p_sw_w": 0.0000541,
  "yosysCellCount": 18,
  "fill_cell_count": 390,
  "grt.total_usage_pct": 1.80,
  "antenna_cells_inserted": 0,
  "dp.final_hpwl_um": 495,
  "final_cells": 79,
  "post_drt_wl_per_cell_um": 7.48,
  "final_core_utilization_pct": 12.2,
  "pwr-share-clk_pct": 0,
  "fp.dieH_um": 80,
  "grt_start_max_net_pins": 10,
  "io_pins": 10,
  "cell_rows": 21,
  "cell_types_with_the_largest_area_share_after_synthesis": "ha_1 43%, mux2_4 10%, buf_6 7.8%, nor2_1 7.8%, o21ai_0 7.0%",
  "max-cap-violations": 0,
  "final_count_of_negative_setup_slack_endpoints": 7,
  "syn_area_sq_um": 144,
  "initialDrtViolationCount": 0,
  "power.switching_fraction_pct": 38.9,
  "ir_drop_uv": 55.1,
  "timing.hold.worst.class": "in2out",
  "total_power_w": 0.000139,
  "power.share.sequential_pct": 0,
  "crit_top_cell": "buf_6",
  "final_layout_size_suffix_gt1_share_pct": 84.8,
  "worst_ep_arrival_time_ps": 960,
  "post-synth-top-area-cell": "ha_1",
  "synthCells": 18,
  "ys_chip_area_sq_um": 144,
  "yosysWarnings": 0,
  "synth.top_cell.area_share_pct": 43.5,
  "maxSlewHeadroom_pct": 87.6,
  "yosys.cell_types.count": 10,
  "register_area_sq_um": 0,
  "core_sq_mm": 0.00342,
  "drt_pass1_iterations": 1,
  "count_of_input_and_output_buffers": 10,
  "max_freq_mhz": 859,
  "crit_path_cell_trace": "buf_8 > buf_6 > ha_4 > mux2_4 > buf_6",
  "vias_per_cell": 2.11,
  "slowest_stage": "mux2_4",
  "cellInternalPower_w": 0.0000851,
  "cts_hold_buf": 0,
  "worstSetupPathType": "in2out",
  "wirelength_um": 591,
  "timing.critical_path.required_ps": 800,
  "tightestPinTransition_ps": 186,
  "critPathCaptureType": "output port",
  "detailroute.via_count": 167,
  "synthToLayoutAreaGrowth_pct": 189
}
## cells in the mapped netlist (all sizes together)
| library cell | n |
|---|---|
| a21oi | 1 |
| o21ai | 2 |
| and2 | 1 |
| buf | 1 |
| inv | 2 |
| mux2 | 1 |
| nand2 | 1 |
| and2b | 1 |
| nor2 | 3 |
| ha | 5 |
## layout make-up
type	count	share of cell area, %
Multi-Input combinational cell	15	46.4
Tap cell	46	13.9
Inverter	2	4.22
Timing Repair Buffer	16	35.5
## per-stage QoR
step	hold WS, ps	cell area (sq um)	setup slack (ps)
2_1_floorplan	435	144	80.4
3_3_place_gp	1520	320	-972
3_5_place_dp	1520	320	-984
4_1_cts	774	417	-163
5_1_grt	803	415	-184
6_report	775	415	-165
## cell families after synthesis
group / after synthesis / share of synthesized area (%)
AND-OR/OR-AND: 3 / 10.4
adder cells (fa/ha/maj): 5 / 43.5
buffers and inverters: 3 / 13.0
multiplexers: 1 / 10.4
AND/OR/NAND/NOR: 6 / 22.6
## timing repair
item,4_1_cts,5_1_grt
pin swaps,5,1
buffers inserted,2,0
setup endpoints to repair,7,7
resized,63,1
## power by group through the flow
stage	combinational, W	clock (W)	sequential (W)
after CTS	0.000141	0	0
after global routing	0.000154	0	0
final	0.000139	0	0
## routing by layer
layer	wire length [um]	vias up	share of wire, %	GRT usage (%)
li1	-	86	-	-
met1	256	75	43	2.24
met2	265	6	45	2.97
met3	69	0	12	0.795
met4	0	0	0	0
met5	0	-	0	0
## worst paths after layout
check | slack, ps | end | cells after the start | from
worst min-delay path | 780 | leds[6] | 4 | val[1]
worst max-delay path | -160 | leds[0] | 5 | val[0]
## worst max-delay path, delay by kind of cell
kind,cells,cell delay [ps]
adder cells (fa/ha/maj),1,160
buffers and inverters,3,340
multiplexers,1,270
Power and IR drop assume default switching activity.
