==> /design/flow/design.v <==
module DE1_SoC (CLOCK_50, HEX0, HEX1, HEX2, HEX3, HEX4, HEX5, KEY, LEDR, SW);
	input CLOCK_50;
	output logic [6:0] HEX0, HEX1, HEX2, HEX3, HEX4, HEX5;
	output logic [9:0] LEDR;
	input  logic [3:0] KEY;
	input  logic [9:0] SW;
	wire [31:0] clk_divided;
	clock_divider cdiv (CLOCK_50, clk_divided);
	wire clk;
	assign clk = clk_divided[15];  
	wire reset, inc_a, inc_b, inc_o, inc_x;
	assign reset = SW[0];
	dff inc_a_ff(.clk(clk), .d(~KEY[0]), .q(inc_a), .prn(~reset), .clrn(~reset));
	dff inc_b_ff(.clk(clk), .d(~KEY[1]), .q(inc_b), .prn(~reset), .clrn(~reset));
	dff inc_o_ff(.clk(clk), .d(~KEY[2]), .q(inc_o), .prn(~reset), .clrn(~reset));
	dff inc_x_ff(.clk(clk), .d(~KEY[3]), .q(inc_x), .prn(~reset), .clrn(~reset));
	wire [4:0] a_u;  
	seg7::seg7_a_t a;
	assign a = seg7::seg7_a_t'(a_u);
	wire b;
	wire [2:0] o;
	wire [3:0] x;
	inc_ctr #(.MAXVAL(5'd22)) ctr_a(.clk, .reset, .inc(inc_a), .count(a_u));
	inc_ctr #(.MAXVAL(1'b1)) ctr_b(.clk, .reset, .inc(inc_b), .count(b));
	inc_ctr #(.MAXVAL(3'd7)) ctr_o(.clk, .reset, .inc(inc_o), .count(o));
	inc_ctr #(.MAXVAL(4'd15)) ctr_x(.clk, .reset, .inc(inc_x), .count(x));
	seg7a s7a (.val(a), .leds(HEX0));
	seg7b s7b (.val(b), .leds(HEX1));
	seg7o s7o (.val(o), .leds(HEX2));
	seg7x s7x (.val(x), .leds(HEX3));
	assign HEX4 = 7'b1111111;
	assign HEX5 = 7'b1111111;
endmodule   
module inc_ctr #(parameter MAXVAL)
(
    input wire clk, reset,
    input wire inc,
    output logic [$clog2(MAXVAL)-1:0] count
);
    wire [$clog2(MAXVAL)-1:0] unit = 1;
    wire [$clog2(MAXVAL)-1:0] zero = 0;
    wire [$clog2(MAXVAL)-1:0] maxval = MAXVAL;
    reg [$clog2(MAXVAL)-1:0] inner;
    reg prev_inc;
    always_comb 
        if (inc & ~prev_inc) count = inner == maxval ? maxval : inner + unit;
        else count = inner;
    always_ff @(posedge clk) begin
	inner <= reset ? zero : count;
	prev_inc <= inc;
    end
endmodule
module clock_divider (clock, divided_clocks);
    input clock;
    output reg [31:0] divided_clocks;
    initial
        divided_clocks = 0;
    always_ff @(posedge clock)
        divided_clocks = divided_clocks + 1;
endmodule 
==> /design/flow/run.sh <==
#!/bin/bash
# OpenROAD 26Q1-2900-gdf79404cd8, Yosys 0.63+post, stock flow scripts
make -C /OpenROAD-flow-scripts/flow DESIGN_CONFIG=/design/flow/config.mk WORK_HOME=/design/flow/orfs finish
==> /design/flow/config.mk <==
export PLATFORM = sky130hd
export DESIGN_NAME = clock_divider
export DESIGN_NICKNAME = clock_divider
export VERILOG_FILES = /design/flow/design.v
export SDC_FILE = /design/flow/constraint.sdc
export NUM_CORES = 4
export LEC_CHECK = 1
export CORE_AREA = 10 10 91 91
export DIE_AREA = 0 0 101 101
export SYNTH_HDL_FRONTEND = slang
==> /design/flow/constraint.sdc <==
current_design clock_divider

set clk_period 7.2
set clk_io_pct 0.2

create_clock -name clk0 -period $clk_period [get_ports {clock}]

set non_clock_inputs [all_inputs -no_clocks]
set_input_delay [expr $clk_period * $clk_io_pct] -clock clk0 $non_clock_inputs
set_output_delay [expr $clk_period * $clk_io_pct] -clock clk0 [all_outputs]
==> run notes <==
## Run status
- result of the run: finished clean

## Power and ir drop
- Final Power: 0.000345 W
- peak ir drop on the vdd network: 106 uV
- net switching power: 0.0000654 W
- leakage power of the design: 0.714 nW
- sequential share of power: 51.3%
- Switching Share: 19.0%
- portion of total power attributed to the clock network: 48.7%
- total power divided by cell area: 190 mW/mm^2
- logic gate share of total power: 0%
- cell internal pwr: 0.000280 W

## Final layout
- layout filler cell count: 636
- Layout Area Growth over Synthesis: 37.9%
- number of flip-flops under the largest register name: 32
- post-route cell area: 0.00182 mm^2
- share of layout cells above drive strength 1: 10.4%

## Global route
- overflow left after global routing: 0
- largest net degree at the start of global routing: 12
- antenna violations before repair: 0
- combined global-route utilization of all metal layers: 5.80%
- wire length of the first global-routing pass: 4.83 mm
- number of global-route vias before repair: 954

## Placed design
- cell area after placement: 0.00171 mm^2
- Final GP Congestion: 0.770
- post-placement setup slack: 4840 ps
- port bufs: 32
- detailed placer's ending HPWL: 2.10 mm

## Synthesis
- adder-cell area share of the yosys netlist: 0.949%
- Synth mux share: 0%
- Post-Synthesis Cell Area: 0.00132 mm^2
- cell count in the Yosys report: 127
- mean post-synth cell area: 10.4 um^2
- main combinational cell family by area after synthesis: simple AND/OR/NAND/NOR gates
- gate count after technology mapping: 127
- Unique masters post-synth: 24
- post-synthesis xor/xnor area fraction: 19.9%
- yosys stat area: 0.00132 mm^2
- Yosys warning count: 0
- Post-synth seq share: 48.6%
- area leader, netlist: dfxtp_1
- cell types with the largest area share after synthesis: dfxtp_1, xor2_1, xnor2_1, nor4_2, nand3_1
- simple logic cell fraction of the synthesized area: 27.2%
- share of synthesized cell area in and-or and or-and compound cells: 0%
- top-area cell type share of the netlist area: 48.6%
- synthesis-stage register bit count: 32

## Timing
- post-route fraction of the period consumed by the critical path: 36.9%
- Worst Max-Slew Pin Slew: 593 ps
- RSZ-0062 raised after global routing: no
- count of final setup violators: 0
- highest clock rate: 376 MHz
- Tmin final: 2660 ps
- remaining max-slew budget at the tightest pin: 60.4%
- post-route setup slack: 4540 ps
- number of hold violations in the final report: 0
- worst hold margin: 441 ps
- clk_skew: 7.38 ps
- Setup Total Neg Slack: 0 ps
- number of max-slew violations in the final report: 0

## Detailed routing
- drc violations: 0
- met3 wire length: 364 um
- wl on met1: 1.19 mm
- number of search-and-repair iterations in the first detailed-routing pass: 4
- antenna diode instance count: 0
- Via density: 4.08
- detailed-routed wire length on met2: 1.27 mm
- Post-Route WL: 2.86 mm
- 1st-iter DRT viols: 15
- overall via count from detail_route: 978
- number of routed nets with antenna violations: 0
- top metal layer carrying routed signals: met4
- DR WL/cell: 11.9 um

## Job
- Log Warnings: 25
- tally of max-capacitance violations: 0

## Clocking
- number of buffers on the longest clock path: 2
- Post-CTS Repair Setup Buffers: 0
- Post-CTS Hold Buffers: 0
- Gates resized, CTS repair: 0
- clock tree from TritonCTS: built
- clock transition at the registers of the reported paths: 70 ps
- # clock sinks: 32
- number of buffers created by CTS: 5
- CTS HTree Levels: 2
- Clock Tree Root: clkbuf_8
- Skew-Pair Late Insertion Delay: 280 ps

## Hold path
- worst min-delay path class: reg -> reg
- cell depth of the worst min-delay path: 1
- source of the worst hold timing path: divided_clocks[0]
- Worst Hold Path EP: divided_clocks[0]

## Die
- std cell rows: 29
- Die Wd: 101 um
- core utilization before placement: 20.8%
- number of top-level pins: 33
- Chip Area: 0.0102 mm^2
- Die Y-Extent: 101 um
- placeable core region: 0.00635 mm^2

## Setup path
- worst path cell trace: clkdlybuf4s50_1
- total buffers and inverters traversed by the critical path: 1
- Arr. time, crit path: 1220 ps
- Worst path max stage delay: 510 ps
- kind of end point of the critical path: output port
- r2r worst-path depth: 5
- type of element launching the critical path: register
- Worst EP required: 5760 ps
- CP Max Fanout: 6
- Max stage delay cell, worst path: clkdlybuf4s50_1
- startpoint-to-endpoint class of the critical path: reg -> out
- reg2reg setup slack: 5330 ps
- startpoint of the most critical register-to-register path: divided_clocks[0]
- cell family with most CP delay: buffers and inverters
- reg2reg end: divided_clocks[28]

-- cells in the mapped netlist (all sizes together) --
cell,n
dfxtp,32
xor2,20
nand3,12
nor4,10
xnor2,10
nand2,9
nor2,6
inv,5
and4,4
buf,4
nor3,4
nand4,3
and3,2
or3,2
ha,1
nand2b,1
nor3b,1
or2,1
-- worst max-delay path by stage --
stage,startpoint,end,slack (ps),cells past startpoint
after CTS,divided_clocks[26],divided_clocks[26],4510,1
after global routing,divided_clocks[2],divided_clocks[2],4460,1
final,divided_clocks[2],divided_clocks[2],4540,1
-- metal layers --
metal  GRT usage, %  up-vias
met4          0.857        0
met2           8.85       27
met1           6.88      442
met5              0        -
met3           3.74        4
li1               -      505
-- cells in the final DEF, fill, tap and decap left out --
master           count
nand4_1              3
clkdlybuf4s50_1     32
and4_1               4
nand3_2              2
clkinv_2             1
ha_1                 1
nor4_1               4
nand3_1             10
nor3b_1              1
or3_4                1
clkbuf_1             1
nand2b_1             1
inv_1                5
or3_1                1
and3_1               2
dfxtp_1             32
nor2_1               6
nor4_2               5
nand2_1              9
bufinv_16            1
nor4_4               1
xor2_1              20
nor3_1               4
xnor2_1             10
or2_2                1
clkbuf_8             5
-- area by class of cell --
class,count,area (um^2),share of cell area [%]
sequential,32,641,35.2
tap,77,96.3,5.30
timing repair buffer,32,320,17.6
clock inverter,2,35.0,1.93
clock buffer,6,72.6,3.99
multi-input combinational,86,634,34.9
inverter,5,18.8,1.03
-- through the flow --
stage | instances | util [%]
after floorplan | 127 | -
after CTS | 240 | 28.6
final | 240 | 28.6
after global routing | 240 | 28.6
after detailed placement | 232 | 26.9
after global placement | 232 | 26.9
-- power by group through the flow --
stage	sequential (W)	clock [W]	combinational, W
4_1_cts	0.000177	0.000177	0.000000000401
5_1_grt	0.000177	0.000188	0.000000000401
6_report	0.000177	0.000168	0.000000000401
-- cells by family (layout without fill, tap and decap cells) --
kind of cell	after synthesis	in the layout
XOR/XNOR	30	30
AND/OR/NAND/NOR	55	55
adder cells (fa/ha/maj)	1	1
flip-flops	32	32
buffers and inverters	9	45
Power is estimated from default activity; no workload was simulated.
